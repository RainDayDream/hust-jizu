**design.v**
```verilog
`timescale 1ns/1ps
module MIPS_Regifile( Clk,
                      Din,
                      R1Adr,
                      R2Adr,
                      WAdr,
                      WE,
                      R1,
                      R2);
   input  Clk;
   input[31:0]  Din;
   input[4:0]  R1Adr;
   input[4:0]  R2Adr;
   input[4:0]  WAdr;
   input  WE;
   output reg [31:0] R1;
   output reg [31:0] R2;
    reg[31:0] registers[0:31];
    always @(negedge Clk) begin
        if(WE && WAdr!=5'h0) begin
            registers[WAdr] <= Din;
        end
    end
    always @(*) begin
        if(R1Adr == 32'b0)
            R1 <= 32'b0;
        else
            R1 <= registers[R1Adr];
    end
    always @(*) begin
        if(R2Adr == 32'b0)
            R2 <= 32'b0;
        else
            R2 <= registers[R2Adr];
    end
endmodule
```
**run.sh**
```bash
#!/bin/bash
# OpenROAD 26Q1-2900-gdf79404cd8, Yosys 0.63+post, stock flow scripts
make -C /OpenROAD-flow-scripts/flow DESIGN_CONFIG=/design/flow/config.mk WORK_HOME=/design/flow/orfs finish
```
**config.mk**
```make
export PLATFORM = sky130hd
export DESIGN_NAME = MIPS_Regifile
export DESIGN_NICKNAME = MIPS_Regifile
export VERILOG_FILES = /design/flow/design.v
export SDC_FILE = /design/flow/constraint.sdc
export NUM_CORES = 4
export LEC_CHECK = 1
export CORE_UTILIZATION = 40
```
**constraint.sdc**
```tcl
current_design MIPS_Regifile

set clk_period 11.7
set clk_io_pct 0.2

create_clock -name clk0 -period $clk_period [get_ports {Clk}]

set non_clock_inputs [all_inputs -no_clocks]
set_input_delay [expr $clk_period * $clk_io_pct] -clock clk0 $non_clock_inputs
set_output_delay [expr $clk_period * $clk_io_pct] -clock clk0 [all_outputs]
```
==> results.rst <==
Metrics
=======

.. list-table::
   :header-rows: 1

   * - Metric
     - Value
   * - Detail Placement HPWL
     - 80500 um
   * - CTS tree
     - built
   * - Classification of the worst setup path
     - reg2out
   * - Total core area
     - 116000 um2
   * - Global-route wire length before repair
     - 210000 um
   * - Part of the Yosys area used for sequential elements
     - 0.654
   * - Worst Min Path Start
     - R1Adr[2]
   * - Synthesis area per yosys
     - 47000 um2
   * - Required time of the worst setup path
     - 9.36 ns
   * - Port Buf Inserts
     - 112
   * - Fraction of synthesis flops using an asynchronous set or reset pin
     - 0
   * - Largest fanout on the critical path
     - 2
   * - Clock Tree Buf Depth
     - 3
   * - Number of standard cells in the final layout excluding fillers
     - 5111
   * - Fin worst setup slack
     - 0.0620 ns
   * - Initial antenna violation count
     - 3
   * - Largest net degree at the start of global routing
     - 85
   * - Yosys top cell area share
     - 0.654
   * - Number of setup violations in the final report
     - 0
   * - Final core utilization
     - 0.501
   * - Final max-slew violation count
     - 0
   * - GP Congestion
     - 0.860
   * - Endpoint of the worst hold path
     - R1[30]
   * - Number of instances in the synthesized netlist
     - 2281
   * - Total of flip-flops plus latches after synthesis
     - 1024
   * - Routed Antenna Nets
     - 0
   * - Ratio of cells with drive above 1 in the final layout
     - 0.242
   * - Post-synth top cells
     - 1024 x edfxtp_1, 471 x mux4_2, 146 x mux2i_1
   * - Worst slack after detailed placement
     - 0.863 ns
   * - Die Y-Extent
     - 345 um
   * - Number of clock buffers inserted by TritonCTS
     - 113
   * - Cell chosen for the clock root
     - clkbuf_16
   * - Buffers inserted during post-CTS setup optimization
     - 0
   * - GRT Util Overall
     - 0.274
   * - Io pins
     - 113
   * - PostCTS Resize Cnt
     - 0
   * - Die Size
     - 119000 um2
   * - Leading cell type by number of instances after synthesis
     - edfxtp_1
   * - Path category of the worst min-delay check
     - in2out
   * - Most area-hungry cell type in the Yosys netlist
     - edfxtp_1
   * - Layout overhead on the synthesized area
     - 24.1%
   * - First-pass DRT Iterations
     - 7
   * - Worst ir drop on vdd
     - 0.120 mV
   * - Number of stages on the worst hold path
     - 5
   * - Tally of OpenROAD warnings
     - 1027
   * - Remaining design rule violation count
     - 0
   * - Crit path arrival time
     - 9.30 ns
   * - Max reg flops
     - 1024
   * - Outcome
     - finished clean
   * - Standard-cell row count
     - 125
   * - Worst-margin pin slew
     - 1.05 ns
   * - Depth of the CTS H-tree
     - 3
   * - Initial DRC Count
     - 1612
   * - Synth cell types
     - 36
   * - Max-capacitance violation count
     - 0
   * - Final tally of hold violations
     - 0
   * - Top Registers
     - registers x1024
   * - Clk slew on worst S/H paths
     - 0.04 ns
   * - Wirelength, routed
     - 145000 um
   * - Share of the core filled by cells before placement
     - 0.404
   * - Worst hold margin
     - 5.79 ns
   * - Synth Cell Area
     - 47000 um2
   * - Die X-Extent
     - 345 um
   * - Number of placed instances with taps included
     - 3880
   * - Startpoint type of the worst setup path
     - register
   * - Biggest area contributors in the synthesized netlist
     - edfxtp_1 65%, mux4_2 23%, mux2i_1 3.1%
   * - Number of synthesized flops with an enable pin
     - 1024
   * - RSZ-0062 raised after global routing
     - false
   * - Number of cells in the yosys synthesis report
     - 2281
   * - Number of global-route vias before repair
     - 35269
   * - Element type at the critical path end
     - primary output
   * - Grt total ovfl
     - 0
   * - CTS sink cnt
     - 1024
   * - Accumulated negative setup slack
     - 0 ns
   * - Worst relative slew slack
     - 0.279
   * - Via/cell ratio
     - 5.73
   * - Syn avg cell area
     - 20.6 um2
   * - Routed wire length per instance
     - 28.3 um
   * - Largest Register
     - registers
   * - Dominant synthesized flop cell
     - edfxtp_1
   * - Power density over the cells
     - 169 nW/um2
   * - Via count
     - 29308
   * - Hold buffer count at CTS
     - 0
   * - Number of warnings reported in the yosys synthesis log
     - 1
   * - Leakage component of the power
     - 22.6 nW
## worst max-delay path by stage
stage / from / to / slack (ns) / cells after the start
6_report: registers[10][20] / R1[20] / 0.06 / 5
4_1_cts: registers[10][20] / R1[20] / 0.06 / 5
5_1_grt: registers[15][20] / R1[20] / 0.06 / 5
## worst max-delay path: stages, from the launching register on
cell,delay [ns]
edfxtp_1,0.40
mux4_2,0.47
a22o_1,0.26
a2111oi_0,0.89
nor3_1,0.23
clkdlybuf4s50_1,0.47
## per-stage QoR
step                      total power, mW  instance area (um2)
after floorplan                      5.11                47100
final                                9.83                58300
after global routing                 10.4                58300
after detailed placement             5.44                50700
after global placement               5.43                50700
after CTS                            9.99                58300
## routing by layer
| layer | vias to the layer above | track usage | routed length [um] |
|---|---|---|---|
| met2 | 2271 | 0.387 | 69400 |
| met3 | 313 | 0.237 | 25400 |
| li1 | 12524 | - | - |
| met1 | 14188 | 0.291 | 44900 |
| met4 | 12 | 0.114 | 4680 |
| met5 | - | 0.0260 | 336 |
## cell usage in the layout (no fill, tap or decap), drive strengths merged, types with 2 or more instances in the layout
cell type,instances
mux2,37
a32o,3
mux4,471
buf,129
clkinvlp,30
mux2i,146
a21oi,6
a22oi,12
bufinv,16
o21bai,2
a2111oi,32
edfxtp,1024
nor2,37
clkinv,5
inv,1068
nand3,4
or2,2
nand2b,6
a221oi,5
nor3,55
nand3b,7
conb,32
nor4,5
o22ai,83
o221ai,29
clkdlybuf4s50,104
a211oi,36
clkbuf,113
nor2b,16
nand2,9
and2,3
a22o,51
or3,2
or3b,4
## logic make-up (layout without fill, tap and decap cells)
logic type	count (synthesis)	in the layout	share of synthesized area
AND-OR/OR-AND	259	259	0.0421
other	1	33	0.0000798
buffers and inverters	191	1465	0.0210
AND/OR/NAND/NOR	152	152	0.0169
flip-flops	1024	1024	0.654
multiplexers	654	654	0.266
## where the power goes
| part | total [mW] | switching, mW | internal, mW | leakage [nW] |
|---|---|---|---|---|
| clock | 4.95 | 2.36 | 2.59 | 7.34 |
| combinational | 0.733 | 0.404 | 0.329 | 5.98 |
| sequential | 4.15 | 0.0224 | 4.13 | 9.25 |
## cell type report
class                   count  area, um2
well taps                1524       1910
flip-flops and latches   1024      30700
fillers                  9188      58100
inverters                   1       3.75
clock inverters          1118       4820
clock buffers             113       2830
repair buffers            233       2340
multi-input cells        1097      15700
diodes                      1       2.50
No activity file was given, so power comes from the tool's default toggle rates.
