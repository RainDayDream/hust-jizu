`design/flow/constraint.sdc`:
```
current_design RAM_DATAPLACE

set clk_period 5.5
set clk_io_pct 0.2

create_clock -name clk0 -period $clk_period [get_ports {clk}]

set non_clock_inputs [all_inputs -no_clocks]
set_input_delay [expr $clk_period * $clk_io_pct] -clock clk0 $non_clock_inputs
set_output_delay [expr $clk_period * $clk_io_pct] -clock clk0 [all_outputs]
```
`design/flow/run.sh`:
```
#!/bin/bash
# OpenROAD 26Q1-2900-gdf79404cd8, Yosys 0.63+post, stock flow scripts
make -C /OpenROAD-flow-scripts/flow DESIGN_CONFIG=/design/flow/config.mk WORK_HOME=/design/flow/orfs finish
```
`design/flow/design.v`:
```
`timescale 1ns/1ps
module RAM_DATAPLACE( addr,
                      clk,
                      d,
                      we,
                      q);
   input[9:0]  addr;
   input  clk;
   input[31:0]  d;
   input  we;
   output[31:0] q;
	reg [31:0] mem[31:0];
	always @ (posedge clk) begin
		if (we)
			mem[addr] <= d;
	end
	assign q = mem[addr];
endmodule
```
`design/flow/config.mk`:
```
export PLATFORM = sky130hd
export DESIGN_NAME = RAM_DATAPLACE
export DESIGN_NICKNAME = RAM_DATAPLACE
export VERILOG_FILES = /design/flow/design.v
export SDC_FILE = /design/flow/constraint.sdc
export NUM_CORES = 4
export LEC_CHECK = 1
export CORE_UTILIZATION = 40
```
==> flow.log <==
[report] implementation figures
INFO  metric antenna_found_initial = 5
INFO  metric drt-wirelength-per-cell = 26.05 um
INFO  metric cts_post_setup_buffers_inserted = 0
INFO  metric number_of_iterations_in_the_first_detailed_routing_pass = 5
INFO  metric synthesis.area_per_instance = 18.84 um2
INFO  metric totalNegativeSetupSlack = 0 ns
INFO  metric status = complete, no violations
INFO  metric first_pass_grt_wire_length = 136700 um
INFO  metric total_leakage_power = 15.55 nW
INFO  metric finalHoldViolations = 0
INFO  metric timing.fmax = 190.5 MHz
INFO  metric cts_inserted_buffers = 100
INFO  metric synthesis.area = 39100 um2
INFO  metric cts_max_level = 3
INFO  metric rsz0062_at_grt = false
INFO  metric final.min_clock_period = 5.249 ns
INFO  metric data_arrival_time_of_the_critical_path = 4.15 ns
INFO  metric drt_first_iter_violations = 1157
INFO  metric largest-register = mem
INFO  metric maxSlewViolCount = 0
INFO  metric min_path_type = input pin to flop
INFO  metric post_route_cells_drive_above_1_share = 13.41%
INFO  metric antenna_violating_nets_post_route = 0
INFO  metric pre_place_util = 40.43%
INFO  metric fillCellCount = 7848
INFO  metric postSynthSeqShare = 78.64%
INFO  metric post-route-period-util = 95.44%
INFO  metric pin_count_of_the_biggest_net_entering_global_routing = 65
INFO  metric startpoint_type = input pin
INFO  metric synth_unique_cells = 22
INFO  metric dp.final_hpwl = 53310 um
INFO  metric openroad.warnings = 31
INFO  metric remaining_drc_errors = 0
INFO  metric cts_max_path_buffers = 3
INFO  metric biggestRegsByFlops = mem (1024)
INFO  metric pwr_density_cell = 353.3 nW/um2
INFO  metric grt.overflow.total = 0
INFO  metric fp.dieArea = 99010 um2
INFO  metric largest_register_ff_count = 1024
INFO  metric ys_cells = 2075
INFO  metric cts_tree = done
INFO  metric finalWirelength = 94030 um
INFO  metric root_buffer = sky130_fd_sc_hd__clkbuf_16
INFO  metric timing_worst_setup_path_type = input pin to output pin
INFO  metric synth_flops = 1024
INFO  metric placeableCoreArea = 96710 um2
INFO  metric floorplan.io_pins = 76
INFO  metric final-setup-viol-count = 0
INFO  metric yosysChipArea = 39100 um2
INFO  metric route.vias.total = 19820
INFO  metric postSynthCellCount = 2075
INFO  metric ctsResizeCount = 0
INFO  metric placement.io_buffers = 70
INFO  metric yosysWarningCount = 1
INFO  metric area.growth.synth_to_final = 16.34%
INFO  metric worstSetupEndpointType = output pin
INFO  metric clock_net_sink_count = 1024
INFO  metric die_y = 314.7 um
INFO  metric place_congestion = 0.8137
INFO  metric floorplan.rows = 114
INFO  metric max-slew-margin-rel = 27.35%
INFO  metric clkTransAtPathRegs = 0.06 ns
INFO  metric cts-hold-fix-buffers = 0
INFO  metric die_width = 314.7 um
INFO  metric max-cap-violations = 0
INFO  metric total_power = 16.07 mW
INFO  metric tightestPinTransition = 1.087 ns
INFO  metric first_global_vias = 20750
INFO  metric insertedDiodeCount = 0
INFO  metric globalRouteTotalUtil = 20.94%
INFO  metric power.ir.vdd_worst = 230.2 uV
INFO  metric path_max_fanout = 18
INFO  metric route.detailed.vias_per_inst = 5.491
INFO  metric worstPathRequired = 4.40 ns
==> where the power goes <==
| group | switching, mW | total (mW) | internal, mW |
|---|---|---|---|
| clock | 2.76 | 6.59 | 3.83 |
| combinational | 0.463 | 0.779 | 0.316 |
| sequential | 0.0188 | 8.70 | 8.68 |
| total | 3.24 | 16.1 | 12.8 |
==> per-stage QoR <==
step                area, um2  setup WS [ns]  util, %  hold WS (ns)  cells
detailed placement      42310         0.2383    43.75         1.942   3428
finish                  45490         0.2506    47.04         1.259   3610
floorplan               39100         0.7312        -         1.199   2075
global placement        42310         0.2399    43.75         1.929   3428
CTS                     45490         0.2230    47.04         1.222   3610
global route            45490        0.05979    47.04         1.269   3610
==> cells in the final DEF, fill, tap and decap left out <==
cell and count:
sky130_fd_sc_hd__edfxtp_1 1024, sky130_fd_sc_hd__mux2i_1 512, sky130_fd_sc_hd__o22ai_1 256, sky130_fd_sc_hd__buf_4 103, sky130_fd_sc_hd__clkbuf_16 101, sky130_fd_sc_hd__clkdlybuf4s50_1 69
sky130_fd_sc_hd__nor4_1 64, sky130_fd_sc_hd__nand2_1 34, sky130_fd_sc_hd__buf_12 30, sky130_fd_sc_hd__nor2_4 28, sky130_fd_sc_hd__clkinv_1 26, sky130_fd_sc_hd__clkbuf_1 23
sky130_fd_sc_hd__clkinv_2 14, sky130_fd_sc_hd__bufinv_16 10, sky130_fd_sc_hd__nand4bb_2 6, sky130_fd_sc_hd__nand3b_1 4, sky130_fd_sc_hd__nor3_2 4, sky130_fd_sc_hd__nand4b_1 4
sky130_fd_sc_hd__or3b_2 3, sky130_fd_sc_hd__or4b_4 3, sky130_fd_sc_hd__nand3_1 2, sky130_fd_sc_hd__clkinv_8 2, sky130_fd_sc_hd__inv_6 2, sky130_fd_sc_hd__clkinv_4 2
sky130_fd_sc_hd__nor2_1 1, sky130_fd_sc_hd__or3_1 1, sky130_fd_sc_hd__nand4_1 1, sky130_fd_sc_hd__or4b_2 1, sky130_fd_sc_hd__or4_4 1, sky130_fd_sc_hd__inv_16 1
sky130_fd_sc_hd__clkinvlp_4 1, sky130_fd_sc_hd__buf_8 1
==> layout make-up <==
cell class / instances / area, um2 / area share, %
clock inverter: 58 / 563.0 / 1.238
timing repair buffer: 203 / 2079 / 4.571
multi-input combinational: 925 / 7888 / 17.34
clock buffer: 124 / 2614 / 5.746
tap: 1276 / 1597 / 3.510
sequential: 1024 / 30750 / 67.60
==> final timing paths <==
path  startpoint                    end  slack [ns]  cells after the start
min        d[23]  mem[28][23]$_DFFE_PP_        1.26                      2
max      addr[2]                   q[7]        0.25                      8
==> cell families (layout without fill, tap and decap cells) <==
logic type | Yosys count | count (layout) | synth area share, %
compound gates | 256 | 256 | 4.096
buf+inv | 126 | 385 | 1.853
flops | 1024 | 1024 | 78.64
mux | 512 | 512 | 13.11
simple gates | 157 | 157 | 2.304
==> worst max-delay path, cell delays in order <==
cell	delay (ns)
sky130_fd_sc_hd__clkdlybuf4s50_1	0.77
sky130_fd_sc_hd__buf_4	0.31
sky130_fd_sc_hd__nand4bb_2	0.18
sky130_fd_sc_hd__buf_4	0.35
sky130_fd_sc_hd__o22ai_1	0.16
sky130_fd_sc_hd__nor4_1	0.51
sky130_fd_sc_hd__nand2_1	0.27
sky130_fd_sc_hd__clkdlybuf4s50_1	0.47
==> per-layer routing <==
| layer | vias up | GRT usage [%] | share of wire (%) |
|---|---|---|---|
| met5 | - | 1.692 | 0.23 |
| met2 | 1256 | 30.65 | 47 |
| met4 | 12 | 3.420 | 1.9 |
| li1 | 8842 | - | - |
| met3 | 124 | 16.33 | 17 |
| met1 | 9588 | 25.54 | 34 |
==> cells in the mapped netlist <==
cell,number,area share (%)
sky130_fd_sc_hd__nor2_1,29,0.28
sky130_fd_sc_hd__nor3_1,4,0.051
sky130_fd_sc_hd__buf_4,2,0.038
sky130_fd_sc_hd__clkbuf_1,23,0.22
sky130_fd_sc_hd__nand3_1,2,0.026
sky130_fd_sc_hd__nand4_1,1,0.016
sky130_fd_sc_hd__nand4b_1,4,0.090
sky130_fd_sc_hd__buf_6,19,0.55
sky130_fd_sc_hd__or3b_2,3,0.067
sky130_fd_sc_hd__nor4_1,64,1.0
sky130_fd_sc_hd__nand4bb_1,6,0.17
sky130_fd_sc_hd__or4b_1,1,0.026
sky130_fd_sc_hd__buf_2,81,1.0
sky130_fd_sc_hd__mux2i_1,512,13
sky130_fd_sc_hd__o22ai_1,256,4.1
sky130_fd_sc_hd__edfxtp_1,1024,79
sky130_fd_sc_hd__nand2_1,34,0.33
sky130_fd_sc_hd__or4_4,1,0.029
sky130_fd_sc_hd__nand3b_1,4,0.077
sky130_fd_sc_hd__or3_1,1,0.016
sky130_fd_sc_hd__or4b_4,3,0.11
sky130_fd_sc_hd__buf_1,1,0.0096
Power figures rest on the tool's default switching activity, not on a simulated workload.
