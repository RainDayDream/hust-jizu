<file path="config.mk">
export PLATFORM = sky130hd
export DESIGN_NAME = regifile
export DESIGN_NICKNAME = regifile
export VERILOG_FILES = /design/flow/design.v
export SDC_FILE = /design/flow/constraint.sdc
export NUM_CORES = 4
export LEC_CHECK = 1
export CORE_UTILIZATION = 30
</file>
<file path="constraint.sdc">
current_design regifile

set clk_period 10.7
set clk_io_pct 0.2

create_clock -name clk0 -period $clk_period [get_ports {Clk}]

set non_clock_inputs [all_inputs -no_clocks]
set_input_delay [expr $clk_period * $clk_io_pct] -clock clk0 $non_clock_inputs
set_output_delay [expr $clk_period * $clk_io_pct] -clock clk0 [all_outputs]
</file>
<file path="design.v">
`timescale 1ns/1ps
module regifile( Clk,
                 Din,
                 LOGISIM_CLOCK_TREE_0,
                 R1Adr,
                 R2Adr,
                 WAdr,
                 WE,
                 R1,
                 R2);
   input  Clk;
   input[31:0]  Din;
   input[4:0]  LOGISIM_CLOCK_TREE_0;
   input[4:0]  R1Adr;
   input[4:0]  R2Adr;
   input[4:0]  WAdr;
   input  WE;
   output[31:0] R1;
   output[31:0] R2;
    reg [31:0]register[31:0];
    assign R1=register[R1Adr];
    assign R2=register[R2Adr];
    always@(negedge Clk)
    begin
        if(WE==1)
            register[WAdr]<=Din;
        register[0]<=0;
    end
endmodule
</file>
<file path="run.sh">
#!/bin/bash
# OpenROAD 26Q1-2900-gdf79404cd8, Yosys 0.63+post, stock flow scripts
make -C /OpenROAD-flow-scripts/flow DESIGN_CONFIG=/design/flow/config.mk WORK_HOME=/design/flow/orfs finish
</file>
==> summary.txt <==
run metrics: CTS H-tree lvls=3, Ys Warns=1, Setup CP Type=reg2out, largest reg by FF count=register, Commonest flop=edfxtp_1, Hold Path Class=in2out, unrepaired setup endpoints after global routing=false, share of layout cells above drive strength 1=22.5%, Horiz. Die Dim=394 µm, Comb area=0.0156 mm², Post-synth ARST share=0%, Max rail drop VDD=152 µV, synthesis-to-finish area growth=25.1%, GR Overflow Total=0, crit path launch=register[29][2]$_DFFE_NP_, Synth Seq Share=64.6%, Post CTS Setup Buffer Count=0, Wirelength per Cell=25.1 µm, Post-Synthesis Cells=2448, GPL Wtd Cong=0.862, Hold Violations, Final=0, crit path DAT=8.35 ns, core area=0.152 mm², Post-Syn Area=0.0461 mm², # clock sinks=992, cells resized by post-CTS repair=0, Tool Warnings=1022, IO Pins=118, Clk pin slew, worst setup/hold paths=0.03 ns, dpl cells=4523, largest registers=register: 992 flops, hold_buf cts=0, Rel. slew slack=42.8%, Mean Syn Cell Area=18.8 µm², Iter 0 DRT Violations=1568, DR vias=29500, Worst EP required=8.56 ns, final setup fails=0, total CTS buffers=105, crit-path max FO=2, TritonCTS clock tree=done, Max Slew Vio Count=0, Port Buffer Count=112, outcome=complete, no violations, Max-Cap Viols=0, CP startpoint kind=flop, Post-DP HPWL=79.3 mm, detailed-router iteration count before antenna repair=5, vias in the first global route=34100, DRC violations left=0, Yosys chip area=0.0461 mm², Die Area=0.155 mm², Seq. cell area=0.0298 mm², largest net degree at the start of global routing=72, type of element capturing the critical path=primary output, launch point of the worst hold path=R2Adr[4], number of antenna violations at the first check in global routing=8, Post-synth EDFFs=992, Worst-Margin Slew=0.850 ns, worst-case clock buffer depth=3, FILL cells=13700, yosys cell count=2448, Post-Layout Cell Count=5710, clock root buffer=clkbuf_16, first-pass GRT wire length=208 mm, WL final=143 mm, Avg Vias per Cell=5.17, GRT Total Usage=19.7%, Seq cells post-synth=992, post-route ant nets=0, Setup TNS=0 ns, worst setup margin=0.212 ns, pre-CTS WS=0.716 ns, Hold Path Stages=3, PwrDens=180 mW/mm², Largest register FFs=992, die y size=394 µm, fp_density=30.3%, Synth cell types=26, Lkg Pwr=22.5 nW, num rows=143
## metal layers
metal / wire length, µm / track usage, %
met1: 44800 / 19.3
met2: 69100 / 29.2
met3: 24300 / 17.0
met4: 4510 / 8.15
met5: 344 / 1.45
## power by group
part	switching (W)	internal (W)
logic	0.000448	0.000344
clock network	0.00243	0.00278
registers	0.0000182	0.00436
total	0.00289	0.00748
## stage by stage
stage	utilization [%]	cell area [µm²]	hold slack [ns]	power, W
CTS	37.9	57700	5.23	0.0106
floorplan	-	46100	4.60	0.00541
global placement	33.1	50300	5.23	0.00577
finish	37.9	57700	5.25	0.0104
detailed placement	33.1	50300	5.25	0.00577
global route	37.9	57700	5.27	0.0110
## placed cells by master (no fill, tap or decap), types with 3 or more instances in the layout
| cell type | netlist | routed |
|---|---|---|
| edfxtp_1 | 992 | 992 |
| a22o_1 | 192 | 192 |
| mux2i_1 | 160 | 160 |
| mux2_2 | 64 | 64 |
| nor2_4 | 0 | 33 |
| a211oi_1 | 64 | 64 |
| bufinv_16 | 0 | 20 |
| clkinvlp_2 | 0 | 31 |
| buf_4 | 25 | 130 |
| buf_8 | 0 | 4 |
| o31ai_1 | 64 | 64 |
| or3b_2 | 3 | 3 |
| inv_1 | 2 | 1011 |
| and2_1 | 34 | 32 |
| inv_4 | 0 | 8 |
| buf_12 | 0 | 19 |
| mux4_2 | 384 | 384 |
| clkdlybuf4s50_1 | 0 | 102 |
| nor2b_4 | 0 | 6 |
| clkbuf_16 | 0 | 106 |
| nand3b_1 | 5 | 5 |
| o22ai_1 | 64 | 64 |
| clkinv_4 | 0 | 3 |
| o21ai_1 | 64 | 64 |
| and3_1 | 32 | 32 |
| inv_6 | 0 | 4 |
| nand2_1 | 67 | 65 |
## path summary, 6_finish.rpt
kind                      to  slack, ns
worst max-delay path   R1[2]       0.21
worst min-delay path  R2[28]       5.25
## kinds of logic after synthesis
family          synth area share [%]
buf+inv                         2.33
flops                           64.6
mux                             23.8
compound gates                  7.29
simple gates                    2.00
## synthesized netlist by cell type (6+ instances only)
cell / instances / area share (%)
mux2i_1: 160 / 3.5
and3_1: 32 / 0.43
buf_6: 16 / 0.39
o22ai_1: 64 / 0.87
a22o_1: 192 / 3.6
clkbuf_1: 116 / 0.94
buf_4: 25 / 0.41
edfxtp_1: 992 / 65
nor2b_1: 6 / 0.081
nand2_1: 67 / 0.55
mux4_2: 384 / 19
buf_1: 10 / 0.081
and2_1: 34 / 0.46
o21ai_1: 64 / 0.69
mux2_2: 64 / 1.6
nor2_1: 34 / 0.28
a211oi_1: 64 / 1.0
o31ai_1: 64 / 1.0
buf_2: 44 / 0.48
## critical path, cell delays in order, from the launching register on
cell	delay, ns
edfxtp_1	0.38
mux4_2	0.49
a22o_1	0.24
o21ai_1	0.42
o31ai_1	0.32
clkdlybuf4s50_1	0.48
## final cells by class
type                            instances  area share [%]
Antenna cell                            2         0.00867
Clock buffer                          106            4.60
Clock inverter                       1080            8.16
Inverter                                2          0.0152
Multi-Input combinational cell       1242            27.0
Sequential cell                       992            51.6
Tap cell                             2030            4.40
Timing Repair Buffer                  256            4.23
Power and IR drop assume default switching activity.
